$ cat design/flow/constraint.sdc
current_design censor_stream_v1_0_S00_AXIS

set clk_period 1.1
set clk_io_pct 0.2

create_clock -name clk0 -period $clk_period [get_ports {S_AXIS_ACLK}]

set non_clock_inputs [all_inputs -no_clocks]
set_input_delay [expr $clk_period * $clk_io_pct] -clock clk0 $non_clock_inputs
set_output_delay [expr $clk_period * $clk_io_pct] -clock clk0 [all_outputs]
$ cat design/flow/design.v
`timescale 1 ns / 1 ps
	module censor_stream_v1_0_S00_AXIS #
	(
		parameter integer C_S_AXIS_TDATA_WIDTH	= 32
	)
	(
		input wire  S_AXIS_ACLK,
		input wire  S_AXIS_ARESETN,
		output wire  S_AXIS_TREADY,
		input wire [C_S_AXIS_TDATA_WIDTH-1 : 0] S_AXIS_TDATA,
		input wire [(C_S_AXIS_TDATA_WIDTH/8)-1 : 0] S_AXIS_TSTRB,
		input wire  S_AXIS_TLAST,
		input wire  S_AXIS_TVALID
	);
	function integer clogb2 (input integer bit_depth);
	  begin
	    for(clogb2=0; bit_depth>0; clogb2=clogb2+1)
	      bit_depth = bit_depth >> 1;
	  end
	endfunction
	localparam NUMBER_OF_INPUT_WORDS  = 8;
	localparam bit_num  = clogb2(NUMBER_OF_INPUT_WORDS-1);
	parameter [1:0] IDLE = 1'b0,         
	                WRITE_FIFO  = 1'b1;  
	wire  	axis_tready;
	reg mst_exec_state;  
	genvar byte_index;     
	wire fifo_wren;
	reg fifo_full_flag;
	reg [bit_num-1:0] write_pointer;
	  reg writes_done;
	assign S_AXIS_TREADY	= axis_tready;
	always @(posedge S_AXIS_ACLK) 
	begin  
	  if (!S_AXIS_ARESETN) 
	    begin
	      mst_exec_state <= IDLE;
	    end  
	  else
	    case (mst_exec_state)
	      IDLE: 
	          if (S_AXIS_TVALID)
	            begin
	              mst_exec_state <= WRITE_FIFO;
	            end
	          else
	            begin
	              mst_exec_state <= IDLE;
	            end
	      WRITE_FIFO: 
	        if (writes_done)
	          begin
	            mst_exec_state <= IDLE;
	          end
	        else
	          begin
	            mst_exec_state <= WRITE_FIFO;
	          end
	    endcase
	end
	assign axis_tready = ((mst_exec_state == WRITE_FIFO) && (write_pointer <= NUMBER_OF_INPUT_WORDS-1));
	always@(posedge S_AXIS_ACLK)
	begin
	  if(!S_AXIS_ARESETN)
	    begin
	      write_pointer <= 0;
	      writes_done <= 1'b0;
	    end  
	  else
	    if (write_pointer <= NUMBER_OF_INPUT_WORDS-1)
	      begin
	        if (fifo_wren)
	          begin
	            write_pointer <= write_pointer + 1;
	            writes_done <= 1'b0;
	          end
	          if ((write_pointer == NUMBER_OF_INPUT_WORDS-1)|| S_AXIS_TLAST)
	            begin
	              writes_done <= 1'b1;
	            end
	      end  
	end
	assign fifo_wren = S_AXIS_TVALID && axis_tready;
	generate 
	  for(byte_index=0; byte_index<= (C_S_AXIS_TDATA_WIDTH/8-1); byte_index=byte_index+1)
	  begin:FIFO_GEN
	    reg  [(C_S_AXIS_TDATA_WIDTH/4)-1:0] stream_data_fifo [0 : NUMBER_OF_INPUT_WORDS-1];
	    always @( posedge S_AXIS_ACLK )
	    begin
	      if (fifo_wren) 
	        begin
	          stream_data_fifo[write_pointer] <= S_AXIS_TDATA[(byte_index*8+7) -: 8];
	        end  
	    end  
	  end		
	endgenerate
	endmodule
$ cat design/flow/config.mk
export PLATFORM = sky130hd
export DESIGN_NAME = censor_stream_v1_0_S00_AXIS
export DESIGN_NICKNAME = censor_stream_v1_0_S00_AXIS
export VERILOG_FILES = /design/flow/design.v
export SDC_FILE = /design/flow/constraint.sdc
export NUM_CORES = 4
export LEC_CHECK = 1
export CORE_AREA = 10 10 70 70
export DIE_AREA = 0 0 80 80
$ cat design/flow/run.sh
#!/bin/bash
# OpenROAD 26Q1-2900-gdf79404cd8, Yosys 0.63+post, stock flow scripts
make -C /OpenROAD-flow-scripts/flow DESIGN_CONFIG=/design/flow/config.mk WORK_HOME=/design/flow/orfs finish
==> results.toml <==
# implementation run metrics
[sta]
tightest_slew_ns = 0.3092
hold_viol = 0
whs_ns = 0.4838
slew_headroom_pct = 79.32
skew_ns = 0.01010
fin_ws_ns = -0.4337
layout_min_cycle_time_ns = 1.534
rsz0062_at_grt = "yes"
maxSlewViolCount = 0
post-route-period-util_pct = 139.4
fin_tns_setup_ns = -1.311
setup_viol = 5
max_freq_ghz = 0.6520

[global_route]
grt_max_degree = 10
grt_overflow = 0
first_global_vias = 235
grtUsageTotal_pct = 2.203
grt_pass1_wl_um = 1062
antenna_found_initial = 0
met3_usage_pct = 2.614
grtUsageMet2_pct = 2.488
grt-busiest-layer = "met3"
met1_usage_pct = 2.602

[routing]
drtIter0Drc = 12
vias = 217
viasPerCell = 2.553
totalWireLength_um = 621
drcViolationCount = 0
ant_nets = 0
firstDrtPassIters = 4
n_antenna_cell = 0
avgRoutedWirePerCell_um = 7.306

[placed_design]
dp_cells = 80
dp.final_hpwl_um = 470.3
place_area_um2 = 397.9
port_buffers = 4
gp_congestion = 0.7760

[setup_path]
r2r_slack_ns = -0.26
cp.required_ns = 0.88
path_class = "flop to primary output"
rr_endpoint = "write_pointer[1]$_SDFFE_PN0P_"
ff2ff_path_depth = 6
crit_path_max_fanout = 2
start_kind = "flop"
worstPathArrival_ns = 1.31
r2r_start = "write_pointer[0]$_SDFFE_PN0P_"
endpoint_kind = "primary output"
worstSetupEndpoint = "S_AXIS_TREADY"
worstSetupStartpoint = "write_pointer[0]$_SDFFE_PN0P_"

[clock_network]
root_buffer = "clkbuf_4"
clockBufferDepth = 2
cts_buffers = 3
clk_pin_slew_ns = 0.05
cts_tree = "done"
cts.sink_count = 5
htree_num_levels = 1
clk_latency_ns = 0.25

[logic_synthesis]
numSynthFlops = 5
topCellsByArea = "dfxtp_1 40%, mux2i_1 12%, ha_1 10%, nand2_1 9.0%, nand4b_1 7.0%"
top_area_share_pct = 40.00
yosys_warnings = 1
postSynthSeqShare_pct = 40.00
yosysTopAreaCell = "dfxtp_1"
yosysUniqueCellTypes = 12
ys_cells = 27
syn_avg_cell_area_um2 = 9.268
syn_area_um2 = 250.2
synth_cells = 27
ys_chip_area_um2 = 250.2

[finish]
area_growth_pct = 75.50
drive_gt1_share_pct = 43.59
fillers = 396
instances_no_fill = 85
fin_util_pct = 12.86
design_area_um2 = 439.2
seq_area_um2 = 102.6
combGateArea_um2 = 168.9

[floorplan]
die_area_um2 = 6400
die_w_um = 80
fp_util_pct = 7.326
ios = 41
die_h_um = 80
rows = 21
design.core.area_um2 = 3416

[hold_path]
hold_class = "flop to flop"

[power]
powerDensity_nw_per_um2 = 1095
leakagePower_nw = 0.1594
ir_drop_mv = 0.1871

[outcome]
status = "finished, violations left"
violations = "setup timing"

[flow_run]
warning_count = 64
cap_violations = 0
==> Yosys cell counts <==
library cell / n
and2_1: 2
and3_1: 1
buf_6: 1
clkbuf_1: 1
dfxtp_1: 5
ha_1: 2
inv_1: 1
mux2i_1: 3
nand2_1: 6
nand4b_1: 2
o211ai_1: 1
o21ai_1: 2
==> sequential cells by signal, summed over array words and instances (netlist names) <==
register / count
mst_exec_state: 1
write_pointer: 3
writes_done: 1
==> layout make-up <==
type / instances / share of cell area (%)
Inverter: 1 / 0.8547
Timing Repair Buffer: 10 / 18.23
Clock buffer: 4 / 5.983
Sequential cell: 5 / 23.36
Multi-Input combinational cell: 19 / 38.46
Tap cell: 46 / 13.11
==> what timing repair did <==
action                                  CTS  global route
setup buffers                             5             0
endpoints found under the setup margin    5             5
hold buffers                              0             0
resized                                   5             2
pin swaps                                 5             2
==> power by group <==
| group | switching, mW | leakage (nW) | internal (mW) | total (mW) |
|---|---|---|---|---|
| logic | 0.0248 | 0.102 | 0.0379 | 0.0627 |
| registers | 0.00642 | 0.0420 | 0.192 | 0.199 |
| clock network | 0.0819 | 0.0150 | 0.138 | 0.220 |
| total | 0.113 | 0.159 | 0.368 | 0.481 |
==> placed cells by master (no fill, tap or decap) <==
cell / Yosys / final
nand2_1: 6 / 6
and2_1: 2 / 2
inv_1: 1 / 1
clkdlybuf4s50_1: 0 / 3
and3_4: 0 / 1
mux2i_1: 3 / 3
clkbuf_1: 1 / 1
dfxtp_1: 5 / 3
o21ai_2: 0 / 2
dfxtp_2: 0 / 2
nand4b_1: 2 / 2
buf_4: 0 / 6
clkbuf_4: 0 / 3
buf_2: 0 / 1
o211ai_1: 1 / 1
ha_4: 0 / 2
==> cell families (layout without fill, tap and decap cells) <==
family                   after synthesis  after routing  synth area share, %
AND-OR/OR-AND                          3              3                7.001
adder cells (fa/ha/maj)                2              2                9.998
buffers and inverters                  3             15                7.497
flip-flops                             5              5                40.00
multiplexers                           3              3                12.00
AND/OR/NAND/NOR                       11             11                23.50
==> how the worst min path moves through the flow <==
| stage | start | end | slack, ns | depth (start not counted) |
|---|---|---|---|---|
| CTS | writes_done$_SDFFE_PN0P_ | writes_done$_SDFFE_PN0P_ | 0.47 | 2 |
| global route | writes_done$_SDFFE_PN0P_ | writes_done$_SDFFE_PN0P_ | 0.53 | 2 |
| finish | writes_done$_SDFFE_PN0P_ | writes_done$_SDFFE_PN0P_ | 0.48 | 2 |
==> worst max-delay path: stages (launching register included) <==
cell and delay, ns:
dfxtp_2 0.33, ha_4 0.16, ha_4 0.14, nand4b_1 0.17, and2_1 0.16, buf_2 0.11
==> through the flow <==
step / total power, mW / worst slack [ns]
after floorplan: 0.2308 / -0.2176
after global placement: 0.2587 / -0.4886
after detailed placement: 0.2613 / -0.4992
after CTS: 0.4832 / -0.4616
after global routing: 0.5161 / -0.5037
final: 0.4809 / -0.4337
==> layer usage <==
layer,share of wire (%),routed length (um),vias up
met5,0,0,-
met4,0,0,0
met3,17,107,0
met2,33,205,7
met1,50,308,94
li1,-,-,116
Power and IR drop assume default switching activity.
