**config.mk**
```make
export PLATFORM = sky130hd
export DESIGN_NAME = censor_stream_v1_0
export DESIGN_NICKNAME = censor_stream_v1_0
export VERILOG_FILES = /design/flow/design.v
export SDC_FILE = /design/flow/constraint.sdc
export NUM_CORES = 4
export LEC_CHECK = 1
export CORE_UTILIZATION = 50
```
**constraint.sdc**
```tcl
current_design censor_stream_v1_0

set clk_period 23.8
set clk_io_pct 0.2

create_clock -name clk0 -period $clk_period [get_ports {s00_axis_aclk}]

set non_clock_inputs [all_inputs -no_clocks]
set_input_delay [expr $clk_period * $clk_io_pct] -clock clk0 $non_clock_inputs
set_output_delay [expr $clk_period * $clk_io_pct] -clock clk0 [all_outputs]
```
**design.v**
```verilog
`timescale 1ns / 1ps
module bloom_filter_rtl(
    input clock, 
    input reset,
    input enable,
    input write,
    input check,
    input reg[7:0] hash1,
    input reg[7:0] hash2,
    output reg word_detected
);   
    reg [511:0] filter;
    always @(posedge clock)
    if(reset) begin
        filter <= 512'h0;
        word_detected <= 1'b0;
    end
    else if(enable) begin
        if(write) begin
            filter[hash1] <= 1'b1;
            filter[hash2 + 9'hff] <= 1'b1;
        end
        else if(check) begin
            if(filter[hash1] == 1'b1) begin
                if(filter[hash2 + 9'hff] == 1'b1) begin
                    word_detected <= 1'b1;
                end
                else begin
                word_detected <= 1'b0;
                end
            end
            else begin
                word_detected <= 1'b0;
            end
        end
        else begin
            word_detected <= 1'b0;
        end
    end
endmodule
`timescale 10ns / 1ns
module censor_rtl(
    input clock,
    input reset,
    input enable,
    input bloom_write,
    input reg [7:0] char_in,
    output reg [7:0] char_out,
    output reg data_ready
    );
    reg prev_fifo_read;
    reg prev_space_detect_in;
    reg write;
    reg check;
    reg word_detected;
    reg space_detect_in;
    reg space_detect_out;
    reg censor_en;
    reg fifo_write;
    reg fifo_read;
    reg fifo2_read_int;
    reg [7:0] char_int;
    reg [7:0] crc_out;
    reg [7:0] hash_out;
    reg [7:0] crc_in;
    reg [7:0] hash_in;
    reg [7:0] char_in_count;
    reg [7:0] censor_in;
    reg [7:0] censor_out;
    assign space_detect_in = ~char_in[0] & ~char_in[1] & ~char_in[2] & ~char_in[3] & ~char_in[4] & char_in[5] & ~char_in[6] & ~char_in[7];
    assign space_detect_out = ~char_int[0] & ~char_int[1] & ~char_int[2] & ~char_int[3] & ~char_int[4] & char_int[5] & ~char_int[6] & ~char_int[7];
    assign write = bloom_write & space_detect_in;
    assign check = ~bloom_write & space_detect_in;
    assign fifo_write = ~bloom_write;
    assign crc_in = crc_out;
    assign hash_in = hash_out;
    assign censor_en = censor_out[0]&~space_detect_out;
    assign censor_in[0] = word_detected;
    assign censor_in[7:1] = 7'b0000000;
    assign char_out = ( (censor_en == 1'b1) ? 8'h2A : char_int );
    assign fifo2_read_int = ( (((prev_fifo_read == 1'b0) && (fifo_read==1'b1))|| space_detect_out) ? 1'b1 : 1'b0 );
    crc8_rtl crc8(clock, reset, enable, space_detect_in, char_in, crc_out);
    pearson8_rtl pearson8(clock, reset, enable, space_detect_in, char_in, hash_out);
    bloom_filter_rtl bloom_filter(clock, reset, enable, write, check, crc_in, hash_in, word_detected);
    fifo_rtl fifo(clock, reset, enable, fifo_write, fifo_read, char_in, char_int, fifo_full, fifo_empty);
    fifo_rtl fifo_to_censor(clock, reset, enable, prev_space_detect_in, fifo2_read_int, censor_in, censor_out, fifo2_full, fifo2_empty);         
    always @ (posedge clock) begin
        if(reset) begin
            data_ready <= 1'b0;
            fifo_read <= 1'b0;       
            char_in_count <= 8'h00;
        end
        else if(enable) begin
            if(fifo_write) begin
                char_in_count++;
            end
            else begin
                fifo_read <= 1'b0;
                data_ready <= 1'b0;
                char_in_count <= 8'h00;
            end
            if(char_in_count == 8'h2B) begin
                fifo_read <= 1'b1;
            end
            if(char_in_count == 8'h2C) begin
                data_ready <= 1'b1;
            end
            prev_fifo_read <= fifo_read;
            prev_space_detect_in <= (space_detect_in & ~bloom_write);
        end
    end
endmodule
`timescale 1 ns / 1 ps
	module censor_stream_v1_0 #
	(
		parameter integer C_S00_AXIS_TDATA_WIDTH	= 32,
		parameter integer C_M00_AXIS_TDATA_WIDTH	= 32,
		parameter integer C_M00_AXIS_START_COUNT	= 32
	)
	(
		input wire  s00_axis_aclk,
		input wire  s00_axis_aresetn,
		output wire  s00_axis_tready,
		input wire [C_S00_AXIS_TDATA_WIDTH-1 : 0] s00_axis_tdata,
		input wire [(C_S00_AXIS_TDATA_WIDTH/8)-1 : 0] s00_axis_tstrb,
		input wire  s00_axis_tlast,
		input wire  s00_axis_tvalid,
		input wire  m00_axis_aclk,
		input wire  m00_axis_aresetn,
		output wire  m00_axis_tvalid,
		output wire [C_M00_AXIS_TDATA_WIDTH-1 : 0] m00_axis_tdata,
		output wire [(C_M00_AXIS_TDATA_WIDTH/8)-1 : 0] m00_axis_tstrb,
		output wire  m00_axis_tlast,
		input wire  m00_axis_tready
	);
    wire rst;
    assign rst = ~ s00_axis_aresetn;
    assign s00_axis_tready = m00_axis_tready; 
    assign m00_axis_tlast = s00_axis_tlast;
    censor_rtl censor_rtl_inst( s00_axis_aclk,           
                                rst,                     
                                s00_axis_tvalid,         
                                s00_axis_tdata[0],       
                                s00_axis_tdata[8:1],     
                                m00_axis_tdata[7:0],     
                                m00_axis_tvalid          
    );
	endmodule
`timescale 1ns / 1ns
module crc8_rtl(
    input clock,
    input reset,
    input enable,
    input init,
    input [7:0] char_in,
    output [7:0] crc_out);
    reg [7:0]   crc_reg;
    wire [7:0]  next_crc;
    assign crc_out = crc_reg;
    always @ (posedge clock)
    if(reset) begin
        crc_reg <= 8'h00;
    end
    else if(enable) begin
        if(init) begin
            crc_reg <= 8'h00;
        end
        else begin
            crc_reg <= next_crc;
        end
    end
    assign next_crc[0] = (char_in[2] ^ char_in[4] ^ char_in[5] ^ crc_reg[2] ^ crc_reg[4] ^ crc_reg[5]);
    assign next_crc[1] = (char_in[0] ^ char_in[3] ^ char_in[5] ^ char_in[6] ^ crc_reg[0] ^ crc_reg[3] ^ crc_reg[5] ^ crc_reg[6]);
    assign next_crc[2] = (char_in[0] ^ char_in[1] ^ char_in[4] ^ char_in[6] ^ char_in[7] ^ crc_reg[0] ^ crc_reg[1] ^ crc_reg[4] ^ crc_reg[6] ^ crc_reg[7]);
    assign next_crc[3] = (char_in[0] ^ char_in[1] ^ char_in[4] ^ char_in[7] ^ crc_reg[0] ^ crc_reg[1] ^ crc_reg[4] ^ crc_reg[7]);
    assign next_crc[4] = (char_in[0] ^ char_in[1] ^ char_in[4] ^ crc_reg[0] ^ crc_reg[1] ^ crc_reg[4]);
    assign next_crc[5] = (char_in[1] ^ char_in[2] ^ char_in[5] ^ crc_reg[1] ^ crc_reg[2] ^ crc_reg[5]);
    assign next_crc[6] = (char_in[0] ^ char_in[2] ^ char_in[3] ^ char_in[6] ^ crc_reg[0] ^ crc_reg[2] ^ crc_reg[3] ^ crc_reg[6]);
    assign next_crc[7] = (char_in[1] ^ char_in[3] ^ char_in[4] ^ char_in[7] ^ crc_reg[1] ^ crc_reg[3] ^ crc_reg[4] ^ crc_reg[7]);
endmodule
`timescale 1ns / 1ps
module fifo_rtl(
    input clock, 
    input reset,
    input enable, 
    input write_en, 
    input read_en,
    input [7:0] data_in,
    output reg [7:0] data_out,
    output full, 
    output empty
);
  reg [5:0] wptr, rptr;  
  reg [7:0] memory [63:0];  
  assign full = ( (wptr == 6'b111111) & (rptr == 6'b000000) ? 1 : 0 );
  assign empty = (wptr == rptr) ? 1 : 0;
  always @(posedge clock)
    if (reset) begin
        memory[0] <= 0; memory[1] <= 0; memory[2] <= 0; memory[3] <= 0;
        memory[4] <= 0; memory[5] <= 0; memory[6] <= 0; memory[7] <= 0;
        memory[8] <= 0; memory[9] <= 0; memory[10] <= 0; memory[11] <= 0;
        memory[12] <= 0; memory[13] <= 0; memory[14] <= 0; memory[15] <= 0;
        memory[16] <= 0; memory[17] <= 0; memory[18] <= 0; memory[19] <= 0;
        memory[20] <= 0; memory[21] <= 0; memory[22] <= 0; memory[23] <= 0;
        memory[24] <= 0; memory[25] <= 0; memory[26] <= 0; memory[27] <= 0;
        memory[28] <= 0; memory[29] <= 0; memory[30] <= 0; memory[31] <= 0;
        memory[32] <= 0; memory[33] <= 0; memory[34] <= 0; memory[35] <= 0;
        memory[36] <= 0; memory[37] <= 0; memory[38] <= 0; memory[39] <= 0;
        memory[40] <= 0; memory[41] <= 0; memory[42] <= 0; memory[43] <= 0;
        memory[44] <= 0; memory[45] <= 0; memory[46] <= 0; memory[47] <= 0;
        memory[48] <= 0; memory[49] <= 0; memory[50] <= 0; memory[51] <= 0;
        memory[52] <= 0; memory[53] <= 0; memory[54] <= 0; memory[55] <= 0;
        memory[56] <= 0; memory[57] <= 0; memory[58] <= 0; memory[59] <= 0;
        memory[60] <= 0; memory[61] <= 0; memory[62] <= 0; memory[63] <= 0;
        data_out <= 0; wptr <= 0; rptr <= 0;
    end
    else begin
        if (write_en & !full & enable) begin
            memory[wptr] <= data_in;
            wptr <= wptr + 1;
        end
        if (read_en & !empty & enable) begin
            data_out <= memory[rptr];
            rptr <= rptr + 1;
        end
    end
endmodule
`timescale 1ns / 1ps
module pearson8_rtl(
    input clock,
    input reset,
    input enable,
    input init,
    input [7:0] char_in,
    output reg [7:0] hash_out
);
    reg [0:255][7:0] lut = {8'hd6, 8'h50, 8'h0f, 8'h0b, 8'h76, 8'hb5, 8'h5f, 8'h94, 8'h57, 8'h4a, 8'hef, 8'h25, 8'h8a, 8'h13, 8'hed, 8'h9b,
                            8'hbd, 8'haf, 8'hd2, 8'h6e, 8'h8f, 8'h74, 8'h0a, 8'had, 8'h23, 8'h92, 8'h7b, 8'h40, 8'hee, 8'h90, 8'h97, 8'h30,
                            8'h59, 8'h64, 8'hc8, 8'hb7, 8'h3d, 8'h8d, 8'h73, 8'hcc, 8'hd8, 8'hc7, 8'h00, 8'h85, 8'h14, 8'h2c, 8'h7c, 8'h81,
                            8'h1b, 8'hdd, 8'h55, 8'he3, 8'h93, 8'h87, 8'hab, 8'h19, 8'h16, 8'hf7, 8'h56, 8'h05, 8'hf0, 8'h39, 8'h04, 8'h0e,
                            8'hae, 8'h79, 8'h08, 8'h09, 8'h47, 8'h75, 8'h53, 8'he2, 8'h7d, 8'ha1, 8'h29, 8'h72, 8'hb4, 8'h5c, 8'h32, 8'h51,
                            8'hba, 8'hb9, 8'h4e, 8'h3f, 8'hc1, 8'h49, 8'h02, 8'h44, 8'hc4, 8'h4f, 8'h5a, 8'h70, 8'hec, 8'h5e, 8'h3a, 8'h67,
                            8'hf2, 8'h5d, 8'h95, 8'hac, 8'he6, 8'h83, 8'h9e, 8'h22, 8'h8c, 8'h99, 8'he9, 8'hb6, 8'h69, 8'ha4, 8'hd1, 8'hf9,
                            8'h9f, 8'h5b, 8'hbf, 8'h1c, 8'hc2, 8'h48, 8'h01, 8'h8e, 8'h06, 8'h86, 8'h63, 8'hb2, 8'h91, 8'haa, 8'he4, 8'hb3,
                            8'h7f, 8'ha8, 8'h2e, 8'hce, 8'hbb, 8'h4b, 8'h0c, 8'hda, 8'h6f, 8'hcf, 8'h36, 8'ha3, 8'h12, 8'h41, 8'hdb, 8'h28,
                            8'h80, 8'hf6, 8'hca, 8'h4d, 8'h66, 8'h0d, 8'h38, 8'hd0, 8'he7, 8'h78, 8'h34, 8'h1f, 8'h96, 8'h20, 8'hfb, 8'h27,
                            8'hff, 8'hbc, 8'hfa, 8'h26, 8'h3e, 8'h9c, 8'h7a, 8'h84, 8'h6b, 8'hc6, 8'h9d, 8'h54, 8'h2b, 8'hdf, 8'h6a, 8'hf4,
                            8'hf3, 8'hd5, 8'h07, 8'ha7, 8'hbe, 8'h68, 8'h15, 8'h42, 8'h52, 8'h24, 8'he0, 8'h77, 8'hf8, 8'hc9, 8'h37, 8'hb0,
                            8'hd9, 8'h2d, 8'h1d, 8'h60, 8'heb, 8'hd7, 8'h2f, 8'h03, 8'hcb, 8'h11, 8'h88, 8'h45, 8'h62, 8'h21, 8'h58, 8'hfc,
                            8'hb1, 8'hf1, 8'h6d, 8'ha2, 8'h6c, 8'h98, 8'h71, 8'h35, 8'hde, 8'ha9, 8'hfd, 8'ha0, 8'h7e, 8'h2a, 8'ha5, 8'h65,
                            8'hc5, 8'h31, 8'h46, 8'hd3, 8'h8b, 8'ha6, 8'hd4, 8'he8, 8'h1e, 8'h10, 8'h43, 8'h89, 8'hfe, 8'h33, 8'h61, 8'h1a,
                            8'h17, 8'hdc, 8'hc3, 8'h18, 8'he5, 8'hcd, 8'hb8, 8'h3c, 8'h4c, 8'hc0, 8'h3b, 8'hf5, 8'h9a, 8'he1, 8'h82, 8'hea};
    reg [7:0]   hash_reg;
    wire [7:0]  next_hash;
    assign hash_out = hash_reg;
    always @ (posedge clock)
    if(reset) begin
        hash_reg <= 8'h00;
    end
    else if(enable) begin
        if(init) begin
            hash_reg <= 8'h00;
        end
        else begin
            hash_reg <= next_hash;
        end
    end
    assign next_hash = lut[hash_reg ^ char_in];
endmodule
```
**run.sh**
```bash
#!/bin/bash
# OpenROAD 26Q1-2900-gdf79404cd8, Yosys 0.63+post, stock flow scripts
make -C /OpenROAD-flow-scripts/flow DESIGN_CONFIG=/design/flow/config.mk WORK_HOME=/design/flow/orfs finish
```
==> summary.txt <==
The flow completed. Final count of pins violating max slew landed at 0. Average wire per cell in the routed design landed at about 23 um. Summed over all nets, the half-perimeter wirelength after detailed placement is ~93000 um. X dimension of the die landed at 334 um. The buffer_ports step reported a buffer count of 20.

Highest net fanout along the worst path landed at 1. After synthesis, the share of flip-flops with an asynchronous set or reset is 0%. Nets still carrying antenna violations after routing amount to 0. First-pass GRT wire length landed at around 230000 um. Number of buffers created by CTS landed at about 120.

Layout cell share with drive strength beyond 1 landed at 15.1%. Number of search-and-repair iterations in the first detailed-routing pass landed at 7. Combined global-route utilization of all metal layers landed at ~29%. In this run the biggest area consumer among cell types represents approximately a third of the synthesized area. Clock-pin slew on the worst setup and hold paths landed at approximately 0.06 ns.

After synthesis, flip-flops and latches occupy between 50% and 60% of the total area. Yosys reports that the most numerous cell types are sky130_fd_sc_hd__nor2_1 (869), sky130_fd_sc_hd__edfxtp_1 (578), sky130_fd_sc_hd__dfxtp_1 (571). TritonCTS built the clock tree. According to the floorplan report, the placeable core area is ~110000 um2. Leakage power total landed at about 20 nW. Clock skew on the completed layout was measured at 0.0279 ns. The flow ran to the end, and the final reports show no timing, DRC or antenna violations. The synthesized design spends more area on one cell type than any other, namely sky130_fd_sc_hd__edfxtp_1.

The tree is rooted in a sky130_fd_sc_hd__clkbuf_16. Count of endpoints failing hold in the final timing report landed at 0. Per the placement report, the placed cell count is between 6000 and 7000. In the floorplan report the effective utilization is about half.

Looking at the cell usage after synthesis, the top flip-flop cell is sky130_fd_sc_hd__edfxtp_1. Static timing analysis puts the maximum clock frequency at roughly 110 MHz. Clock latency of the later-clocked register in the worst-skew pair landed at 0.72 ns. For reference, the post-synthesis area per instance comes to 10.9 um2.

Among all cell types in the netlist, the one instantiated most often is sky130_fd_sc_hd__nor2_1. Flip-flop and latch count after synthesis landed at between 1000 and 1500. Total vias in the final route landed at a little under 40000. Flip-flop count of the largest register after layout landed at 512. Part of the cycle the worst path needs landed at 40.0%. Number of different library cells in the post-synthesis netlist landed at around 80. Non-filler instance count after layout landed at about 6400. After floorplanning, the die was sized to cover 111000 um2. Total cells reported by yosys after synthesis landed at approximately 5100.

Tally of yosys warning messages landed at 50. The clock drives ~1100 sinks. In this run the most critical hold path is launched from censor_rtl_inst.bloom_filter.filter[498]. Per the GRT congestion report, total overflow comes to 0. STA classifies the critical path endpoint as an output pin. STA puts the critical path data arrival time at between 4 and 5 ns. Max-slew headroom at the worst pin landed at between 30% and 40%. Cell count of the worst reg-to-reg path landed at 14. Across the VDD grid, the largest voltage drop is 0.0619 mV.

Total setup buffers inserted after CTS landed at 0. Per the detail_route report, vias per standard cell equal around 6.1. Per the log, the first TritonRoute iteration ended with a DRC count of between 3000 and 4000. After detailed routing, the total wire length is 150000 um. Per the CTS log, the maximum H-tree level is 3. Maximum number of pins on one net before global-route repair landed at roughly 140.

The largest register by flop count is censor_rtl_inst.fifo.memory. Subtracting the final worst setup slack from the clock period gives between 9 and 10 ns. Per the run summary, max-cap violations total 0. The routed layout reports a DRC error count of 0. Slew at the pin closest to its max-slew limit landed at between 0.9 and 1 ns. The endpoint of the worst hold path is reported as censor_rtl_inst.bloom_filter.filter[498]. The largest registers in the layout are censor_rtl_inst.fifo.memory x512, censor_rtl_inst.bloom_filter.filter x511, censor_rtl_inst.fifo_to_censor.memory x64.

Instance count of the mapped netlist landed at roughly 5100. Final-layout setup total negative slack landed at 0 ns. Power density relative to cell area landed at between 90 and 100 nW/um2. Placer's final routability congestion estimate landed at approximately 0.96. After synthesis, the chip area reported by Yosys is 55000 um2.

Maximum root-to-sink buffer count landed at 3. Per the timing report, the most critical flop-to-flop path finishes at censor_rtl_inst.pearson8.hash_reg[5]. After synthesis, the cell types taking the most area are sky130_fd_sc_hd__edfxtp_1 (32%), sky130_fd_sc_hd__dfxtp_1 (21%), sky130_fd_sc_hd__mux4_2 (13%), sky130_fd_sc_hd__nor2_1 (5.9%), sky130_fd_sc_hd__and2_1 (4.6%). Per the post-place timing report, worst setup slack is ~14 ns. Worst endpoint required time landed at between 15 and 20 ns.

Count of cells resized by post-cts repair landed at 0. The initial antenna violation count came to 5. The startpoint identified for the worst register-to-register timing path is censor_rtl_inst.pearson8.hash_reg[0]. Layout overhead on the synthesized area landed at 9.96%. For reference, the placement row count at floorplan is approximately 120. The path class of the tightest hold or removal check is flop to flop.

Per the finish-stage timing summary, setup violations number 0. The worst path meets setup with ~14 ns of slack. The critical path is of the input port to output pin type. Sum of internal, switching and leakage power landed at 5.79 mW.

Number of flops mapped to enable cells by yosys landed at between 500 and 600. Setup repair after global routing left no endpoint under its margin. The number of global-route vias before repair is 38699.

The post-CTS hold buffer count recorded in the log is 0. Mapped cell area landed at 55000 um2. Vertical extent of the die landed at ~330 um.

Hold slack landed at around 0.46 ns. Number of stages on the worst hold path landed at 2. The worst setup path is launched from an input port.

Top-level I/O count landed at slightly above 80. STA reports a reg2reg setup slack of around 19 ns. OpenROAD warning count landed at 72.
report_power, final:
group | internal [mW] | total (mW) | switching, mW
Clock | 1.12 | 1.90 | 0.784
Sequential | 2.13 | 2.18 | 0.0541
Combinational | 0.511 | 1.70 | 1.19
Total | 3.76 | 5.79 | 2.03
cell type report:
cell class                 instances  area, um2
antenna                            1       2.50
sequential                      1149      28800
clock inverter                    62        701
tap                             1414       1770
clock buffer                     159       3320
multi-input combinational       3372      24100
timing repair buffer             215       1680
inverter                          42        165
fill                            9078      48500
layer usage:
layer / vias to the layer above / global-route usage [%] / part of all wire (%)
met5: - / 0 / 0.027
met4: 8 / 7.39 / 3.0
met3: 281 / 9.09 / 8.8
met2: 1513 / 43.8 / 47
met1: 19144 / 45.0 / 41
li1: 18074 / - / -
kinds of logic after synthesis:
logic type / synth area share [%]
and+or+nand+nor: 15.8
AOI/OAI and AO/OA: 11.8
DFF: 52.3
other: 0.00681
muxes: 13.9
adders and majority gates: 0.546
buffers and inverters: 4.44
xor gates and xnor gates: 1.26
layout by cell type, fill, tap and decap left out, types with 23 or more instances in the layout:
cell	instances
sky130_fd_sc_hd__a21oi_1	183
sky130_fd_sc_hd__o21a_1	196
sky130_fd_sc_hd__clkbuf_16	120
sky130_fd_sc_hd__o21ai_0	176
sky130_fd_sc_hd__edfxtp_1	578
sky130_fd_sc_hd__mux4_2	312
sky130_fd_sc_hd__nor2_1	867
sky130_fd_sc_hd__xor2_1	26
sky130_fd_sc_hd__ha_1	24
sky130_fd_sc_hd__nor3_1	167
sky130_fd_sc_hd__mux2i_1	59
sky130_fd_sc_hd__xnor2_1	40
sky130_fd_sc_hd__buf_4	192
sky130_fd_sc_hd__clkinv_2	24
sky130_fd_sc_hd__o211ai_1	25
sky130_fd_sc_hd__inv_1	34
sky130_fd_sc_hd__and2_1	405
sky130_fd_sc_hd__a31oi_1	218
sky130_fd_sc_hd__nor2b_1	28
sky130_fd_sc_hd__o22ai_1	28
sky130_fd_sc_hd__nand4_1	24
sky130_fd_sc_hd__nand2_1	210
sky130_fd_sc_hd__nand3_1	63
sky130_fd_sc_hd__a211oi_1	23
sky130_fd_sc_hd__dfxtp_1	562
sky130_fd_sc_hd__conb_1	28
metrics by stage:
stage | util, % | cell area (um2)
5_1_grt | 55.5 | 60500
4_1_cts | 55.5 | 60500
3_5_place_dp | 51.8 | 56500
2_1_floorplan | - | 55100
6_report | 55.5 | 60500
3_3_place_gp | 51.8 | 56500
worst max path at each step:
stage,from,end,slack [ns],depth (start not counted)
finish,s00_axis_tlast,m00_axis_tlast,14.28,0
global route,s00_axis_tlast,m00_axis_tlast,14.28,0
CTS,s00_axis_tlast,m00_axis_tlast,14.28,0
No activity file was given, so power comes from the tool's default toggle rates.
