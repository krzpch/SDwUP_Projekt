File: /design/flow/run.sh
#!/bin/bash
# OpenROAD 26Q1-2900-gdf79404cd8, Yosys 0.63+post, stock flow scripts
make -C /OpenROAD-flow-scripts/flow DESIGN_CONFIG=/design/flow/config.mk WORK_HOME=/design/flow/orfs finish
File: /design/flow/config.mk
export PLATFORM = sky130hd
export DESIGN_NAME = censor_stream_v1_0_M00_AXIS
export DESIGN_NICKNAME = censor_stream_v1_0_M00_AXIS
export VERILOG_FILES = /design/flow/design.v
export SDC_FILE = /design/flow/constraint.sdc
export NUM_CORES = 4
export LEC_CHECK = 1
export CORE_AREA = 10 10 84 84
export DIE_AREA = 0 0 94 94
File: /design/flow/constraint.sdc
current_design censor_stream_v1_0_M00_AXIS

set clk_period 1.4
set clk_io_pct 0.2

create_clock -name clk0 -period $clk_period [get_ports {M_AXIS_ACLK}]

set non_clock_inputs [all_inputs -no_clocks]
set_input_delay [expr $clk_period * $clk_io_pct] -clock clk0 $non_clock_inputs
set_output_delay [expr $clk_period * $clk_io_pct] -clock clk0 [all_outputs]
File: /design/flow/design.v
`timescale 1 ns / 1 ps
	module censor_stream_v1_0_M00_AXIS #
	(
		parameter integer C_M_AXIS_TDATA_WIDTH	= 32,
		parameter integer C_M_START_COUNT	= 32
	)
	(
		input wire  M_AXIS_ACLK,
		input wire  M_AXIS_ARESETN,
		output wire  M_AXIS_TVALID,
		output wire [C_M_AXIS_TDATA_WIDTH-1 : 0] M_AXIS_TDATA,
		output wire [(C_M_AXIS_TDATA_WIDTH/8)-1 : 0] M_AXIS_TSTRB,
		output wire  M_AXIS_TLAST,
		input wire  M_AXIS_TREADY
	);
	localparam NUMBER_OF_OUTPUT_WORDS = 8;                                               
	function integer clogb2 (input integer bit_depth);                                   
	  begin                                                                              
	    for(clogb2=0; bit_depth>0; clogb2=clogb2+1)                                      
	      bit_depth = bit_depth >> 1;                                                    
	  end                                                                                
	endfunction                                                                          
	localparam integer WAIT_COUNT_BITS = clogb2(C_M_START_COUNT-1);                      
	localparam bit_num  = clogb2(NUMBER_OF_OUTPUT_WORDS);                                
	parameter [1:0] IDLE = 2'b00,         
	                INIT_COUNTER  = 2'b01,  
	                SEND_STREAM   = 2'b10;  
	reg [1:0] mst_exec_state;                                                            
	reg [bit_num-1:0] read_pointer;                                                      
	reg [WAIT_COUNT_BITS-1 : 0] 	count;
	wire  	axis_tvalid;
	reg  	axis_tvalid_delay;
	wire  	axis_tlast;
	reg  	axis_tlast_delay;
	reg [C_M_AXIS_TDATA_WIDTH-1 : 0] 	stream_data_out;
	wire  	tx_en;
	reg  	tx_done;
	assign M_AXIS_TVALID	= axis_tvalid_delay;
	assign M_AXIS_TDATA	= stream_data_out;
	assign M_AXIS_TLAST	= axis_tlast_delay;
	assign M_AXIS_TSTRB	= {(C_M_AXIS_TDATA_WIDTH/8){1'b1}};
	always @(posedge M_AXIS_ACLK)                                             
	begin                                                                     
	  if (!M_AXIS_ARESETN)                                                    
	    begin                                                                 
	      mst_exec_state <= IDLE;                                             
	      count    <= 0;                                                      
	    end                                                                   
	  else                                                                    
	    case (mst_exec_state)                                                 
	      IDLE:                                                               
	            mst_exec_state  <= INIT_COUNTER;                              
	      INIT_COUNTER:                                                       
	        if ( count == C_M_START_COUNT - 1 )                               
	          begin                                                           
	            mst_exec_state  <= SEND_STREAM;                               
	          end                                                             
	        else                                                              
	          begin                                                           
	            count <= count + 1;                                           
	            mst_exec_state  <= INIT_COUNTER;                              
	          end                                                             
	      SEND_STREAM:                                                        
	        if (tx_done)                                                      
	          begin                                                           
	            mst_exec_state <= IDLE;                                       
	          end                                                             
	        else                                                              
	          begin                                                           
	            mst_exec_state <= SEND_STREAM;                                
	          end                                                             
	    endcase                                                               
	end                                                                       
	assign axis_tvalid = ((mst_exec_state == SEND_STREAM) && (read_pointer < NUMBER_OF_OUTPUT_WORDS));
	assign axis_tlast = (read_pointer == NUMBER_OF_OUTPUT_WORDS-1);                                
	always @(posedge M_AXIS_ACLK)                                                                  
	begin                                                                                          
	  if (!M_AXIS_ARESETN)                                                                         
	    begin                                                                                      
	      axis_tvalid_delay <= 1'b0;                                                               
	      axis_tlast_delay <= 1'b0;                                                                
	    end                                                                                        
	  else                                                                                         
	    begin                                                                                      
	      axis_tvalid_delay <= axis_tvalid;                                                        
	      axis_tlast_delay <= axis_tlast;                                                          
	    end                                                                                        
	end                                                                                            
	always@(posedge M_AXIS_ACLK)                                               
	begin                                                                            
	  if(!M_AXIS_ARESETN)                                                            
	    begin                                                                        
	      read_pointer <= 0;                                                         
	      tx_done <= 1'b0;                                                           
	    end                                                                          
	  else                                                                           
	    if (read_pointer <= NUMBER_OF_OUTPUT_WORDS-1)                                
	      begin                                                                      
	        if (tx_en)                                                               
	          begin                                                                  
	            read_pointer <= read_pointer + 1;                                    
	            tx_done <= 1'b0;                                                     
	          end                                                                    
	      end                                                                        
	    else if (read_pointer == NUMBER_OF_OUTPUT_WORDS)                             
	      begin                                                                      
	        tx_done <= 1'b1;                                                         
	      end                                                                        
	end                                                                              
	assign tx_en = M_AXIS_TREADY && axis_tvalid;   
	    always @( posedge M_AXIS_ACLK )                  
	    begin                                            
	      if(!M_AXIS_ARESETN)                            
	        begin                                        
	          stream_data_out <= 1;                      
	        end                                          
	      else if (tx_en) 
	        begin                                        
	          stream_data_out <= read_pointer + 32'b1;   
	        end                                          
	    end                                              
	endmodule
==> run summary <==
Flow results follow.

The area share of xor/xnor cells in the synthesized design is 2.47%. The share of the Yosys chip area taken by registers is 37.7%. The post-synthesis share of cell area spent on and-or and or-and gates is under 10%. For this run, the detailed router's first-pass iteration total came to 3. The worst setup margin is -0.0207 ns. Once detailed placement completed, the half-perimeter wirelength came to 1.41 mm.

The final hold violation count is 0. The switching power share of the total is between 20 and 25%. The register area is just over 400 sq um. The number of nets with antenna violations after detailed routing is 0.

The minimum clock period is 1.42 ns. Global routing used 4.10% of the available tracks. The number of standard cells after synthesis is 113.

The critical path is of the reg2reg type. STA classifies the critical path startpoint as a flip-flop. The data arrival time of the worst path is ~1.6 ns. The synthesized netlist devotes around 4.7% of its cell area to adder and majority cells. The placed cell area is ~1200 sq um.

Entering global routing, the biggest net connects 22 pins. The class of the tightest hold or removal check is reg2reg. The power per standard cell area is between 800 and 900 nW/um^2. The share of total power dissipated in sequential elements is between 50% and 60%. The sum of overflow across all layers after global routing is 0.

The synthesized flop and latch total is 20. The power share of the clock group is between 30% and 40%. At the floorplan stage, the core utilization is reported as between 20 and 25%.

In this run, the synthesized area fraction spent on and/or/nand/nor cells is recorded as between 15 and 20%. On the worst path, the slowest cell contributes a delay of around 0.34 ns. Of the cells placed in the final design, the portion with a size suffix greater than 1 is about 16%.

The synthesized netlist contains 29 unique library cells. The average size of a mapped cell is 9.40 sq um. Setup repair after global routing could not meet its margin everywhere. The final count of negative-setup-slack endpoints is 2. Per the post-CTS timing run, clock transition at the registers of the reported paths is around 0.07 ns.

The peak ir drop on the vdd network is between 0.2 and 0.3 mV. The OpenROAD report gives the critical path a required time of between 1.5 and 2 ns. STA lists the maximum fanout along the critical path as 4. Per the timing report, the achievable frequency comes out to 704 MHz.

The prevailing logic family in the synthesized netlist is buffers and inverters. Among all stages on the critical path, the largest delay is contributed by sky130_fd_sc_hd__dfxtp_2. Ranking logic cells in the layout by count gives the top entries 31 x sky130_fd_sc_hd__conb_1, 17 x sky130_fd_sc_hd__dfxtp_1, 12 x sky130_fd_sc_hd__nand2_1, 7 x sky130_fd_sc_hd__clkdlybuf4s50_1, 6 x sky130_fd_sc_hd__buf_4. The run finished, with violations left.

Counting stages on the worst path, the most repeated cell is sky130_fd_sc_hd__ha_4. The CTS tree is built. The first-pass GRT wire length is 3.15 mm. Counting the warning lines in the Yosys log gives 1. The final clock period utilization by the worst path is 101%.

Among logic cells in the layout, the one with the most instances is sky130_fd_sc_hd__conb_1. The final layout reports a setup TNS of -0.0360 ns. The OpenROAD warning count is 28. The congestion estimate from routability-driven global placement came to between 0.7 and 0.8. The number of filler cells placed in the layout is approximately 540. The wire length after detailed routing is between 1.5 and 2 mm. The final number of max-transition violations is 0.

The tree is rooted in a sky130_fd_sc_hd__clkbuf_8. The floorplan step set the die width to 94 um. The floorplan core area is about 5200 sq um. The final antenna diode tally reported by the flow is 0. Per the CTS log, the maximum H-tree level is 1. The checks that failed: setup timing. The number of top-level pins is between 40 and 50. The sort of element at the end of the critical path is a flip-flop. Buffers placed on the I/O ports in this run total 9. The number of global-route vias before repair is about 720. Cell internal power was estimated by the tool at about 0.00087 W. After floorplanning, the core was divided into 26 placement rows. The post-route clock skew is roughly 0.0012 ns. The number of antenna violations at the first check in global routing is 0.

The report counts max-capacitance violations totalling 0. The cell count in the Yosys report is 113. The number of DRC violations after detailed routing is 0. Per the placement report, the placed cell count is just under 200.

The mapped cell area is 1060 sq um. For this run, the number of standard cells in the final layout without fillers is approximately 200. Yosys attributes the largest share of cell area to sky130_fd_sc_hd__dfxtp_1 38%, sky130_fd_sc_hd__buf_4 23%, sky130_fd_sc_hd__ha_1 4.7%, sky130_fd_sc_hd__nand2_1 4.2%, sky130_fd_sc_hd__mux2i_1 2.8%.

The synthesized netlist has a Yosys-reported chip area of approximately 1100 sq um. The source-to-sink clock delay at the later pin of the worst-skew pair is approximately 0.25 ns. The flow measured a signed area growth from synthesis to layout of 19.3%.

According to the CTS report, the clock sink count is 20. The largest buffer count on any clock path is 2. The part of the power in combinational logic is roughly 6.5%.

The script logs the ratio of routed vias to standard cells as approximately 3.3. Of all cell types, the one taking the most synthesized area is sky130_fd_sc_hd__dfxtp_1. The number of buffers added by the clock tree synthesis step is 3. The detail-routed net length per standard cell is roughly 9.4 um. Summing over every cut layer, the via total after detailed routing is approximately 650. After synthesis, the largest area contributor takes up between 30% and 40% of total cell area. Per STA, the worst path is made up of ha_4, and3_4, ha_4, nor2b_4, buf_6, mux2i_1, nor2b_1. The area of all placed cells without fillers is roughly 1300 sq um. Measured along the y axis, the die boundary spans 94 um.

The chip occupies 8840 sq um. Yosys reports the multiplexer fraction of the synthesized area as under 10%. The switching component of the power was reported as 0.000220 W. Once iteration 0 of detailed routing completed, the report listed about 45 DRC markers. The leakage power of the design is around 0.6 nW. The area taken by multi-input combinational cells is reported as 534 sq um.
path summary, 6_finish.rpt:
kind	from	slack (ns)	cells after the start	end
min reg2reg	mst_exec_state[0]	0.45	1	mst_exec_state[2]
max reg2reg	count[0]	-0.02	7	count[1]
min	mst_exec_state[0]	0.45	1	mst_exec_state[2]
max	count[0]	-0.02	7	count[1]
cell usage after synthesis, drive strengths merged:
master	instances
dfxtp	20
a22oi	1
o22ai	1
inv	4
xnor2	2
and4	1
nor3b	1
nand4	2
buf	33
and3b	1
a21boi	6
and2	3
o211a	1
clkbuf	2
and3	3
xor2	1
conb	2
nand2b	1
ha	4
o21a	2
nand2	12
nor2b	4
mux2i	3
nand3	1
nand3b	2
logic make-up (layout without fill, tap and decap cells):
group | Yosys count | count (layout)
other cells | 2 | 31
mux | 3 | 3
flops | 20 | 20
buf+inv | 39 | 25
xor+xnor | 3 | 3
fa+ha+maj | 4 | 4
simple gates | 31 | 31
compound gates | 11 | 11
critical path, delay by kind of cell (launching register included):
| family | cells | cell delay, ns |
|---|---|---|
| flops | 1 | 0.34 |
| fa+ha+maj | 2 | 0.32 |
| buf+inv | 1 | 0.12 |
| simple gates | 3 | 0.36 |
| mux | 1 | 0.18 |
stage by stage:
step / power, W / worst slack, ns / utilization [%] / hold WS (ns)
3_3_place_gp: 0.000663 / -0.105 / 22.3 / 0.426
5_1_grt: 0.00114 / -0.111 / 24.4 / 0.494
3_5_place_dp: 0.000663 / -0.120 / 22.3 / 0.436
6_report: 0.00109 / -0.0207 / 24.4 / 0.453
2_1_floorplan: 0.000688 / 0.00901 / - / 0.417
4_1_cts: 0.00111 / -0.0248 / 24.1 / 0.453
power groups by stage:
stage         registers (W)   logic, W  clock network, W
finish             0.000587  0.0000712          0.000433
global route       0.000589  0.0000835          0.000468
CTS                0.000587  0.0000719          0.000447
state kept, by name, summed over array words and instances, names as in the netlist:
register and cells:
count 5, stream_data_out 5, read_pointer 4, mst_exec_state 3, axis_tlast_delay 1, axis_tvalid_delay 1, tx_done 1
area by class of cell:
cell class                 count  share of cell area, %
tap                           70                   6.91
multi-input combinational     83                   42.2
timing repair buffer          17                   13.5
sequential                    20                   31.9
inverter                       4                   1.18
clock buffer                   4                   4.34
repair_timing:
action | 4_1_cts | 5_1_grt
hold buffers | 0 | 0
pin swaps | 1 | 5
setup endpoints to repair | 5 | 8
setup buffers | 0 | 1
gates resized | 7 | 3
metal layers:
layer / vias to the layer above / track usage (%) / part of all wire, %
met1: 291 / 5.37 / 48
met5: - / 0 / 0
met2: 26 / 6.22 / 41
met3: 2 / 1.62 / 9.4
li1: 334 / - / -
met4: 0 / 0.886 / 1.1
No activity file was given, so power comes from the tool's default toggle rates.
